### config.mk
export PLATFORM = sky130hd
export DESIGN_NAME = counter
export DESIGN_NICKNAME = counter
export VERILOG_FILES = /design/flow/design.v
export SDC_FILE = /design/flow/constraint.sdc
export NUM_CORES = 4
export LEC_CHECK = 1
export CORE_AREA = 10 10 70 70
export DIE_AREA = 0 0 80 80
### constraint.sdc
current_design counter

set clk_period 1.7
set clk_io_pct 0.2

create_clock -name clk0 -period $clk_period [get_ports {clock}]

set non_clock_inputs [all_inputs -no_clocks]
set_input_delay [expr $clk_period * $clk_io_pct] -clock clk0 $non_clock_inputs
set_output_delay [expr $clk_period * $clk_io_pct] -clock clk0 [all_outputs]
### design.v
module counter #(parameter Size = 5) (
  input                   clock,
  input                   reset,
  output reg [Size-1 : 0] count
);
  always @(posedge clock) begin
    if (reset)
      count <= 0;
    else
      count <= count + 1;
  end
endmodule
### run.sh
#!/bin/bash
# OpenROAD 26Q1-2900-gdf79404cd8, Yosys 0.63+post, stock flow scripts
make -C /OpenROAD-flow-scripts/flow DESIGN_CONFIG=/design/flow/config.mk WORK_HOME=/design/flow/orfs finish
==> flow_summary.json <==
{
  "grt_use_total_pct": 1.93,
  "routed_via_density": 2.15,
  "worstSetupPathType": "register to output port",
  "yosysChipArea_um2": 195,
  "area_leaders": "dfxtp_1 (51%), mux2_4 (15%), nor2b_1 (9.6%), nor2_1 (7.7%), ha_1 (6.4%)",
  "min-delay-start": "count[0]$_SDFF_PP0_",
  "slew_headroom_pct": 82.4,
  "top_regs": "count x5",
  "vias": 159,
  "first_pass_iters": 2,
  "cp-start-kind": "register",
  "cts_tree": "done",
  "r2r-start": "count[0]$_SDFF_PP0_",
  "final_area_um2": 339,
  "seq_area_um2": 100,
  "syn_area_um2": 195,
  "cts-resized-gates": 0,
  "detailed_place_hpwl_um": 394,
  "largest_register": "count",
  "hold_viol_final": 0,
  "cts_buffers": 3,
  "yosys.area_share.aoi_pct": 0,
  "wl_per_cell_um": 7.05,
  "clkSlewWorstSetupHoldPaths_ns": 0.04,
  "synth_seq_share_pct": 51.3,
  "die_h_um": 80,
  "floorplan.core_util_pct": 5.71,
  "cap_violations": 0,
  "hold_path_depth": 1,
  "warnings": 25,
  "area_growth_pct": 73.7,
  "mux_share_pct": 15.4,
  "area.combinational_um2": 95.1,
  "drt.antenna.violating_nets": 0,
  "synth_cell_type_count": 7,
  "rows": 21,
  "ir_worst_vdd_v": 0.000197,
  "synth.logic.top_family": "simple AND/OR/NAND/NOR gates",
  "arrival_ns": 1.15,
  "cts_hold_buf": 0,
  "min_path_type": "register to register",
  "postRouteWirelength_um": 522,
  "end_kind": "output port",
  "p_leak_nw": 0.123,
  "clk_path_buf_depth": 2,
  "finClkSkew_ns": 0.00321,
  "syn_area_per_cell_um2": 10.8,
  "clk_latency_ns": 0.24,
  "path_max_fanout": 4,
  "gp_routability_congestion": 0.723,
  "antenna_found_initial": 0,
  "setup_tns_ns": 0,
  "synth_cells": 18,
  "overflow": 0,
  "synth_top_area_share_pct": 51.3,
  "antennaDiodeCount": 0,
  "edf_count": 0,
  "xor_area_share_pct": 4.49,
  "instances_no_fill": 74,
  "largest_reg_flops": 5,
  "die_w_um": 80,
  "largest_area_cell": "dfxtp_1",
  "rr_worst_depth": 3,
  "min_period_over_period_pct": 87.7,
  "cts.htree.levels": 1,
  "drt_iter0_drc": 2,
  "grt_max_degree": 8,
  "grt_pass1_vias": 164,
  "crit_buf_inv": 1,
  "port_buffers": 6,
  "yosys_warnings": 1,
  "status": "complete, no violations",
  "reg2reg_to": "count[4]$_SDFF_PP0_",
  "coreArea_um2": 3420,
  "max_stage_delay_ns": 0.52,
  "numSynthFlops": 5,
  "cp_cell_sequence": "clkdlybuf4s50_1",
  "setup_viol": 0,
  "post_cts_buffers": 0,
  "worst_pin_slew_ns": 0.263,
  "slowest_stage": "clkdlybuf4s50_1",
  "root_buffer": "clkbuf_4",
  "final_util_pct": 9.93,
  "common_cells": "dfxtp_1 (5), nor2_1 (4), nor2b_1 (3)",
  "async_reset_ff_share_pct": 0,
  "final_max_slew_viol_count": 0,
  "p_per_area_nw_per_um2": 876,
  "rsz0062_at_grt": "no",
  "top_cell": "dfxtp_1",
  "drive_gt1_share_pct": 17.9,
  "dieArea_um2": 6400,
  "drc": 0,
  "yosysCellCount": 18,
  "numClockSinks": 5,
  "fill_cells": 397,
  "yosys.area_share.simple_pct": 22.4,
  "ys_sh_adder_pct": 6.41,
  "crit_required_ns": 1.36,
  "p_total_w": 0.000297,
  "grt_pass1_wl_um": 855,
  "max_freq_ghz": 0.671,
  "ff_type": "dfxtp_1",
  "dp.cells": 70,
  "critical_path.top_delay_family": "buffers and inverters",
  "boundaryPins": 7,
  "fin_crit_ns": 1.49,
  "reg2reg_slack_ns": 0.58,
  "placed_area_um2": 313,
  "hold_end": "count[0]$_SDFF_PP0_"
}
==> kinds of logic (layout without fill, tap and decap cells) <==
kind of cell             count (synthesis)  in the layout
adder cells (fa/ha/maj)                  1              1
multiplexers                             2              2
XOR/XNOR                                 1              1
AND/OR/NAND/NOR                          9              9
flip-flops                               5              5
buffers and inverters                    0             10
==> stage by stage <==
stage / setup slack [ns] / hold WS, ns
after floorplan: 0.681 / 0.407
after global placement: 0.342 / 0.459
after detailed placement: 0.292 / 0.466
after CTS: 0.206 / 0.483
after global routing: 0.153 / 0.536
final: 0.210 / 0.476
==> layer usage <==
layer  vias to the layer above  share of wire [%]  global-route usage, %  routed length, µm
met5                         -                  0                      0                  0
met4                         0                  0                  0.352                  0
met3                         0                 37                   3.86                192
met2                        12                 25                   1.61                132
met1                        69                 38                   1.81                197
li1                         78                  -                      -                  -
==> placed cells by master (no fill, tap or decap) <==
master / n
clkdlybuf4s50_1: 6
dfxtp_1: 5
nor2_1: 4
nor2b_1: 3
clkbuf_4: 3
nand3_1: 2
mux2_4: 2
xnor2_1: 1
ha_1: 1
clkbuf_1: 1
==> worst max path at each step <==
| stage | end | startpoint | depth (start not counted) |
|---|---|---|---|
| after CTS | count[0] | count[0]$_SDFF_PP0_ | 1 |
| after global routing | count[0] | count[0]$_SDFF_PP0_ | 1 |
| final | count[0] | count[0]$_SDFF_PP0_ | 1 |
==> worst register-to-register path: cells and delay by family, from the launching register on <==
kind | cells | cell delay [ns]
adder cells (fa/ha/maj) | 1 | 0.21
flip-flops | 1 | 0.38
multiplexers | 1 | 0.31
AND/OR/NAND/NOR | 1 | 0.11
==> power by group <==
| group | total, W | switching, W | internal (W) | leakage [nW] |
|---|---|---|---|---|
| registers | 0.000130 | 0.00000621 | 0.000124 | 0.0409 |
| logic | 0.0000269 | 0.00000923 | 0.0000177 | 0.0667 |
| clock network | 0.000140 | 0.0000513 | 0.0000889 | 0.0150 |
| total | 0.000297 | 0.0000668 | 0.000230 | 0.123 |
==> area by class of cell <==
| type | count | area share, % |
|---|---|---|
| well taps | 46 | 17.0 |
| flip-flops and latches | 5 | 29.5 |
| clock buffers | 4 | 7.75 |
| repair buffers | 6 | 17.7 |
| multi-input cells | 13 | 28.0 |
Power and IR drop assume default switching activity.
